==> flow/design.v <==
module asynfifo
#(
    parameter data_width = 8,
    parameter data_depth = 32,
    parameter depth_width = 5
)
(
    input wr_clk,
    input wr_rstn,
    input wr,
    input [data_width-1:0] wr_data,
    input rd_clk,
    input rd_rstn,
    input rd,
    output reg [data_width-1:0] rd_data,
    output reg rd_data_vld,
    input [depth_width-1:0] cfg_almost_empty,
    input [depth_width-1:0] cfg_almost_full,
    output almost_empty,
    output almost_full,
    output full,
    output empty,
    output [depth_width:0] wr_num,
    output [depth_width:0] rd_num
);
reg [depth_width:0] wr_ptr_exp,rd_ptr_exp;
wire [depth_width-1:0] wr_ptr,rd_ptr;
reg [depth_width:0] wr_ptr_exp_r;
reg [depth_width:0] rd_ptr_exp_r;
reg [depth_width:0] wr_ptr_exp_cross;
reg [depth_width:0] rd_ptr_exp_cross;
reg [depth_width:0] wr_ptr_exp_cross_r;
reg [depth_width:0] rd_ptr_exp_cross_r;
wire [depth_width:0] wr_ptr_exp_cross_trans;
wire [depth_width:0] rd_ptr_exp_cross_trans;
reg [data_width-1:0] my_memory[data_depth-1:0];
integer i;
assign wr_ptr = wr_ptr_exp[depth_width-1:0];
assign rd_ptr = rd_ptr_exp[depth_width-1:0];
assign wr_num = wr_ptr_exp - rd_ptr_exp_cross_trans;
assign rd_num = wr_ptr_exp_cross_trans - rd_ptr_exp;
assign full = (wr_num == data_depth) | ((wr_num == data_depth-1)&wr);
assign empty = (rd_num == 0)|((rd_num == 1)&rd);
assign almost_full = (wr_num >= cfg_almost_full)| ((wr_num == cfg_almost_full-1)&wr);
assign almost_empty = (rd_num <= cfg_almost_empty)|((rd_num == cfg_almost_empty+1)&rd);
always@(posedge wr_clk or negedge wr_rstn)
begin
    if(!wr_rstn)
        wr_ptr_exp <= {(depth_width+1){1'b0}};
    else if(wr)
        wr_ptr_exp <= wr_ptr_exp + {{(depth_width){1'b0}},1'b1};
end
always@(posedge rd_clk or negedge rd_rstn)
begin
    if(!rd_rstn)
        rd_ptr_exp <= {(depth_width+1){1'b0}};
    else if (rd)
        rd_ptr_exp <= rd_ptr_exp + {{(depth_width){1'b0}},1'b1};
end
always@(posedge wr_clk or negedge wr_rstn)
begin
    if(!wr_rstn)
    begin
        wr_ptr_exp_r <={(depth_width+1){1'b0}};
        rd_ptr_exp_cross<={(depth_width+1){1'b0}};
        rd_ptr_exp_cross_r<={(depth_width+1){1'b0}};
    end
    else
    begin
        wr_ptr_exp_r <= graycode(wr_ptr_exp);
        rd_ptr_exp_cross <= rd_ptr_exp_r;
        rd_ptr_exp_cross_r <=rd_ptr_exp_cross;
    end
end
always@(posedge rd_clk or negedge rd_rstn)
begin
    if(!rd_rstn)
    begin
        rd_ptr_exp_r<={(depth_width+1){1'b0}};
        wr_ptr_exp_cross<={(depth_width+1){1'b0}};
        wr_ptr_exp_cross_r<={(depth_width+1){1'b0}};
    end
    else
    begin
        rd_ptr_exp_r<=graycode(rd_ptr_exp);
        wr_ptr_exp_cross<=wr_ptr_exp_r;
        wr_ptr_exp_cross_r<=wr_ptr_exp_cross;
    end
end
assign rd_ptr_exp_cross_trans = degraycode(rd_ptr_exp_cross_r);
assign wr_ptr_exp_cross_trans = degraycode(wr_ptr_exp_cross_r);
always@(posedge wr_clk or negedge wr_rstn)
begin
    if(!wr_rstn)
        for(i=0;i<data_depth;i=i+1)
            my_memory[i]<={(data_width){1'b0}};
    else if (wr)
        for(i=0;i<data_depth;i=i+1)
            if(wr_ptr == i)
                my_memory[i] = wr_data;
end
always@(posedge rd_clk or negedge rd_rstn)
begin
    if(!rd_rstn)
        rd_data <= {data_width{1'b0}};
    else if (rd)
        for(i=0;i<data_depth;i=i+1)
            if(rd_ptr == i)
                rd_data <= my_memory[i];
end
always@(posedge rd_clk or negedge rd_rstn)
begin
    if(!rd_rstn)
        rd_data_vld <=1'b0;
    else
        rd_data_vld <=rd;
end
function    [depth_width:0] graycode;
input [depth_width:0] bin;
begin
    graycode = bin ^ (bin>>1);
end
endfunction
function [depth_width:0] degraycode;
input [depth_width:0] gray;
integer i;
begin
    degraycode[depth_width] = gray[depth_width];
    for(i=(depth_width-1);i>=0;i=i-1)
        degraycode[i]=degraycode[i+1]^gray[i];
end
endfunction
endmodule
==> flow/run.sh <==
#!/bin/bash
# OpenROAD 26Q1-2900-gdf79404cd8, Yosys 0.63+post, stock flow scripts
make -C /OpenROAD-flow-scripts/flow DESIGN_CONFIG=/design/flow/config.mk WORK_HOME=/design/flow/orfs finish
==> flow/config.mk <==
export PLATFORM = sky130hd
export DESIGN_NAME = asynfifo
export DESIGN_NICKNAME = asynfifo
export VERILOG_FILES = /design/flow/design.v
export SDC_FILE = /design/flow/constraint.sdc
export NUM_CORES = 4
export LEC_CHECK = 1
export CORE_UTILIZATION = 40
==> flow/constraint.sdc <==
current_design asynfifo

set clk_period 9.9
set clk_io_pct 0.2

create_clock -name clk0 -period $clk_period [get_ports {rd_clk}]
create_clock -name clk1 -period $clk_period [get_ports {wr_clk}]

set non_clock_inputs [all_inputs -no_clocks]
set_input_delay [expr $clk_period * $clk_io_pct] -clock clk0 $non_clock_inputs
set_output_delay [expr $clk_period * $clk_io_pct] -clock clk0 [all_outputs]
==> flow_summary.toml <==
# flow metrics
[clock_tree]
post_cts_hold_fix_buffer_tally = 0
worst_setup_hold_path_clk_slew_ns = 0.06
cts_resized = 0
clock_net_sink_count = 313
cts.repair_timing.setup_buffer_count = 0
tritoncts = "built"

[synth]
area_leaders = "dfrtp_1 47%, mux2_2 17%, ha_1 3.4%"
synthesis.yosys.warnings = 2
ys_area_um2 = 16800
synth_seq_share = 0.466
netlist_instances = 1519
synth-main-ff-cell = "dfrtp_1"
post_synth_instance_area_um2 = 16800
synth-cells-yosys = 1519
postSynth.asyncResetShare = 1.00
post_synth_most_frequent_cells = "313 x dfrtp_1, 256 x mux2_2, 114 x nand2_1"
yosys_register_bits = 313
count_of_flip_flops_with_a_built_in_enable_after_synthesis = 0
synth_top_cell_by_area = "dfrtp_1"
synth_dominant_cell_count = "dfrtp_1"
yosys.cell_types.count = 90
yosys.area.top_type_share = 0.466
postSynthAreaPerCell_um2 = 11.1

[place]
dp_hpwl_um = 33400
routabilityCongestion = 0.952
dp_worst_setup_slack_ns = 3.70
io_buffers = 47

[global_route]
first_global_vias = 12700
grt_first_pass_wirelength_um = 79600
initial_antenna_violation_count = 0
grt.total_usage = 0.257
grt_remaining_overflow = 0
grt_start_max_net_pins = 94
met2_usage = 0.370
globalRoute.busiestLayer = "met1"
grtUsageMet1 = 0.383
grt_use_met3 = 0.0821

[worst_setup_path]
crit_path_top_delay_cell = "fa_1"
timing.critical_path.required_ns = 7.92
critical-path-max-stage-delay_ns = 0.60
setup.worst_path.start = "rd_ptr_exp_cross_r[5]"
crit-reg2reg-capture = "rd_data[0]"
timing.critical_path.to = "almost_full"
worstPathMaxFanout = 4
regToRegSetupSlack_ns = 5.29
worst_setup_path_start_kind = "register"
endpoint_kind = "output pin"
timing.critical_path.depth = 15
timing.critical_path.buf_inv = 2
r2r_cells = 11
critical_path.cell_chain = "xnor2_1 -> xor2_1 -> xor2_1 -> xor2_1 -> xnor2_1 -> ha_1 -> fa_1 -> inv_1 -> ha_1 -> a21o_1 -> a21o_1 -> a21o_1 -> a211oi_1 -> o31ai_1 -> clkdlybuf4s50_1"
origin_of_the_critical_flop_to_flop_path = "rd_ptr_exp[0]"
cpLargestDelayFamily = "XOR/XNOR gates"
critPathKind = "register to output pin"
cp_data_arrival_time_ns = 4.54

[die]
rows = 74
placeableCoreArea_um2 = 41100
die.size.y_um = 207
initCoreUtil = 0.409
ios = 49
chip_area_um2 = 42800
die.size.x_um = 207

[sta]
finalSetupViolCount = 0
timing.hold.ws_ns = 0.102
unrepaired_setup_endpoints_after_global_routing = "false"
layout_setup_ws_ns = 3.38
timing.setup.tns_ns = 0
final-max-slew-violation-count = 0
worst_slew_margin_rel = 0.436
final_hold_viols = 0
finalClockSkew_ns = 0.0102
tightestPinTransition_ns = 0.846

[drt]
drc = 0
final_antenna_diode_count = 0
antenna_violating_nets_post_route = 0
detail_route.first_pass.iterations = 16
route.detailed.wl_per_inst_um = 24.7
detailroute.via_count = 12600
finalWirelength_um = 51400
first_iter_violations = 1163
via_count_normalized_by_instance_count = 6.04

[power]
leakage_power_nw = 8.35
worst_ir_drop_on_vdd_mv = 0.284
power-per-cell-area_nw_per_um2 = 435

[final_layout]
largest_register_ff_count = 256
drive_gt1_frac = 0.240
areaGrowthSynthToFinish_pct = 12.8
layout_top_registers = "my_memory (256), rd_data (8)"
registers.top_by_ff_count = "my_memory"
fillCellCount = 3732

[worst_hold_path]
min_path_type = "register to register"

[flow_run]
warning_count = 40
max_cap_violations = 0

[status]
run_status = "completed"
==> logic make-up (layout without fill, tap and decap cells) <==
| kind of cell | after synthesis | after routing | share of synthesized area |
|---|---|---|---|
| compound gates | 338 | 338 | 0.146 |
| flops | 313 | 313 | 0.466 |
| simple gates | 350 | 350 | 0.106 |
| mux | 260 | 260 | 0.174 |
| xor+xnor | 40 | 40 | 0.0234 |
| fa+ha+maj | 48 | 48 | 0.0366 |
| buf+inv | 170 | 200 | 0.0472 |
==> cell type report <==
class	instances	area [µm²]	share of cell area
clock inverters	14	250	0.0132
inverters	58	218	0.0115
well taps	532	666	0.0351
multi-input cells	1036	8210	0.433
flip-flops and latches	313	7830	0.413
repair buffers	77	701	0.0370
clock buffers	51	1080	0.0570
==> metal layers <==
metal	share of wire	vias up	wire length (µm)
li1	-	5578	-
met1	0.43	6328	22100
met2	0.44	547	22400
met3	0.099	112	5080
met4	0.037	0	1880
met5	0	-	0
==> where the power goes <==
| group | switching [mW] | internal [mW] |
|---|---|---|
| Clock | 0.555 | 0.927 |
| Combinational | 2.43 | 2.14 |
| Sequential | 0.336 | 1.86 |
==> per-stage QoR <==
stage	instances	utilization	power, mW	instance area, µm²
finish	2081	0.461	8.25	19000
detailed placement	2016	0.429	6.73	17600
floorplan	1519	-	5.12	16800
global placement	2016	0.429	6.68	17600
CTS	2081	0.461	8.25	19000
global route	2081	0.461	8.83	19000
==> worst min path at each step <==
stage / slack [ns] / cells past startpoint / start / to
after CTS: 0.10 / 0 / rd_ptr_exp_r[4] / rd_ptr_exp_cross[4]
after global routing: 0.12 / 0 / rd_ptr_exp_r[4] / rd_ptr_exp_cross[4]
final: 0.10 / 0 / rd_ptr_exp_r[5] / rd_ptr_exp_cross[5]
==> cell usage in the layout (no fill, tap or decap), types with 21 or more instances in the layout <==
cell type	instances
o22ai_1	21
nand2_1	114
o21ai_0	42
dfrtp_1	313
a21oi_1	75
nand3_1	29
ha_1	42
nor2b_1	32
clkdlybuf4s50_1	46
buf_4	30
mux2_2	256
inv_1	57
clkbuf_16	39
nor2_1	54
Power figures rest on the tool's default switching activity, not on a simulated workload.
