## /design/flow/constraint.sdc

```tcl
current_design synfifo

set clk_period 4.7
set clk_io_pct 0.2

create_clock -name clk0 -period $clk_period [get_ports {clk}]

set non_clock_inputs [all_inputs -no_clocks]
set_input_delay [expr $clk_period * $clk_io_pct] -clock clk0 $non_clock_inputs
set_output_delay [expr $clk_period * $clk_io_pct] -clock clk0 [all_outputs]
```

## /design/flow/config.mk

```make
export PLATFORM = sky130hd
export DESIGN_NAME = synfifo
export DESIGN_NICKNAME = synfifo
export VERILOG_FILES = /design/flow/design.v
export SDC_FILE = /design/flow/constraint.sdc
export NUM_CORES = 4
export LEC_CHECK = 1
export CORE_UTILIZATION = 50
```

## /design/flow/run.sh

```bash
#!/bin/bash
# OpenROAD 26Q1-2900-gdf79404cd8, Yosys 0.63+post, stock flow scripts
make -C /OpenROAD-flow-scripts/flow DESIGN_CONFIG=/design/flow/config.mk WORK_HOME=/design/flow/orfs finish
```

## /design/flow/design.v

```verilog
module synfifo #(
    parameter data_width = 5,
    parameter data_depth = 8,
    parameter depth_width = 3
) (
    input                       clk,
    input                       rstn,
    input                       rd,
    input                       wr,
    input       [data_width-1:0]      wr_data,
    output reg  [data_width-1:0]        rd_data,
    output reg                  rd_data_vld,
    input [depth_width-1:0]       cfg_almost_full,
    input [depth_width-1:0]       cfg_almost_empty,
    output                      almost_empty,
    output                      almost_full,
    output                      full,
    output                      empty,
    output [depth_width:0]      fifo_num
);
wire [depth_width-1:0]  rd_ptr,wr_ptr;
reg [depth_width:0] rd_ptr_exp,wr_ptr_exp;
reg [data_width-1:0] my_memory[data_depth-1:0];
integer i;
assign rd_ptr = rd_ptr_exp[depth_width-1:0];
assign wr_ptr = wr_ptr_exp[depth_width-1:0];
always@(posedge clk or negedge rstn)
begin
    if(!rstn)
        wr_ptr_exp <= {(depth_width+1){1'b0}};
    else if (wr)
        wr_ptr_exp <= wr_ptr_exp + {{(depth_width){1'b0}},1'b1};
end
always@(posedge clk or negedge rstn)
begin
    if(!rstn)
        rd_ptr_exp <= {(depth_width+1){1'b0}};
    else if (rd)
        rd_ptr_exp <= rd_ptr_exp + {{(depth_width){1'b0}},1'b1};
end
assign fifo_num = wr_ptr_exp - rd_ptr_exp;
assign full = (fifo_num == data_depth) | ((fifo_num == data_depth - {{(depth_width){1'b0}},1'b1}) &(wr)&(!rd));
assign empty = (fifo_num == {(depth_width+1){1'b0}}) | ((fifo_num == {{(depth_width){1'b0}},1'b1}) &(~wr)&(rd));
assign almost_empty = (fifo_num <= cfg_almost_empty) | ((fifo_num == cfg_almost_empty+{{(depth_width){1'b0}},1'b1}) &(~wr)&(rd));
assign almost_full = (fifo_num >= cfg_almost_full) | ((fifo_num == cfg_almost_full - {{(depth_width){1'b0}},1'b1}) &(wr)&(!rd));
always@(posedge clk or negedge rstn)
begin
    if(!rstn)
        for(i=0;i<data_depth;i=i+1)
            my_memory[i] <= {(data_width){1'b0}};
    else if (wr)
        for(i=0;i<data_depth;i=i+1)
            if(i == wr_ptr)
                my_memory[i] <= wr_data;
end
always@(posedge clk or negedge rstn)
begin
    if(!rstn)
        for(i=0;i<data_depth;i=i+1)
            rd_data <= {(data_width){1'b0}};
    else if (rd)
        for(i=0;i<data_depth;i=i+1)
            if(i == rd_ptr)
                rd_data <= my_memory[i];
end
always@(posedge clk or negedge rstn)
begin
    if(!rstn)
        rd_data_vld <= 1'b0;
    else
        rd_data_vld <= rd;
end
endmodule
```

==> job_summary.md <==
## PnR job results

| Metric | Value |
|---|---|
| Clock Skews | 0.0101 ns |
| Setup-failing EPs final | 0 |
| CP Max Fanout | 8 |
| Post-synth design cell area | 3040 µm² |
| Post-CTS sizing | 0 |
| Post-route cell area | 3480 µm² |
| Fin crit period | 4.06 ns |
| Drt wl/cell | 16.4 µm |
| Layout fillers | 534 |
| CTS Buf Count | 5 |
| Crit path cell chain | inv_1, ha_1, inv_1, fa_1, xor2_2, xor2_1, a211oi_1, a21oi_1, o41ai_2, clkdlybuf4s50_1 |
| Worst Max-Slew Pin Slew | 0.701 ns |
| Post-CTS Setup Repair Bufs | 0 |
| Met2 wire length | 2560 µm |
| Clock Root Buffer | clkbuf_8 |
| Core Box Area | 5890 µm² |
| YS chip area | 3040 µm² |
| Routed Antenna Nets | 0 |
| Total power | 0.00273 W |
| Top FF cell, synth | dfrtp_1 |
| Final worst setup slack | 0.643 ns |
| Worst path arrival time | 3.12 ns |
| H-tree depth | 2 |
| Peak VDD IR | 0.449 mV |
| DR WL met3 | 171 µm |
| Gr usage total | 22.1% |
| LEAKAGE | 1.51 nW |
| Buffers and inverters on the worst path | 3 |
| Antenna violations before repair | 0 |
| Warning total across the stage logs | 33 |
| Status | complete, no violations |
| Synth Seq Share | 44.4% |
| Dpl cell area | 3380 µm² |
| Via density per instance | 5.54 |
| Port buffer count | 28 |
| Number of global-route vias before repair | 1945 |
| Slowest stage delay, CP | 0.50 ns |
| Cell Pwr Density | 786 nW/µm² |
| Critical path class | register to output port |
| Skew-Pair Late Insertion Delay | 0.32 ns |
| Avg Inst Size Synth | 11.2 µm² |
| Max-cap viol count | 0 |
| Max Fclk | 246 MHz |
| Yosys warning tally | 2 |
| Cell repeated most along the worst path | inv_1 |
| Rel. slew slack | 53.3% |
| CP required | 3.76 ns |
| Cell family with most CP delay | buffers and inverters |
| First-pass GRT wire length | 10400 µm |
| Die ar. | 6400 µm² |
| Final slew viol count | 0 |
| Die Span Y | 80.0 µm |
| CTS Buffer Depth | 2 |
| Die Wd | 80.0 µm |
| # rows | 28 |
| Worst Hold Class | register to register |
| Met1 wire length | 3390 µm |
| Cells after DPL | 368 |
| Final Non-Filler Cells | 376 |
| Synth unique cells | 40 |
| GRT overflow | 0 |
| P&R area growth vs syn | 14.4% |
| Drt drc | 0 |
| Clock sink total | 54 |
| CP max-delay cell | clkdlybuf4s50_1 |
| RSZ-0062 raised after global routing | no |
| Worst-path clk slew | 0.10 ns |
| Final WL | 6180 µm |
| Yosys cell count | 272 |
| Setup_tns | 0 ns |
| Startpoint Class | register |
| Synthesized flop and latch total | 54 |
| Via count | 2082 |
| Ratio of cells with drive above 1 in the final layout | 18.9% |
| # hold bufs at CTS | 0 |
| ANT cells | 0 |
| Setup crit end kind | output port |
| Floorplan Utilization | 51.7% |
| Fraction of registers with async set/reset | 100% |
| Dpl ws | 0.865 ns |
| Routability cong. | 0.797 |
| Top cells by count | 54 x dfrtp_1, 40 x mux2_2, 23 x ha_1, 21 x inv_1 |
| Max-area cell share | 44.4% |
| DP Wirelength | 4410 µm |
| Post-synth area hogs | dfrtp_1 44%, mux2_2 15%, ha_1 9.5% |
| Final Cycle Share | 86.3% |
| Number of enable flip-flop cells | 0 |
| Largest net degree at the start of global routing | 55 |
| CTS tree | built |
| Post-Syn Instances | 272 |
| Initial DRC count | 78 |
| Top Metal Used | met4 |
| Yosys top cell by area | dfrtp_1 |
| Yosys top cell by instances | dfrtp_1 |
| Final Hold Vio Count | 0 |
| IO Pins | 29 |
| DRT Pass-1 Iters | 4 |
## metal layers
metal / track usage, % / vias to the layer above
li1: - / 1044
met3: 2.78 / 4
met1: 40.9 / 1005
met4: 1.61 / 0
met5: 0 / -
met2: 29.5 / 29
## cell families (layout without fill, tap and decap cells)
logic type               after synthesis  count (layout)  share of synthesized area (%)
flip-flops                            54              54                           44.4
AND/OR/NAND/NOR                       45              45                           7.81
buffers and inverters                 30              59                           4.07
XOR/XNOR                              13              13                           4.24
AND-OR/OR-AND                         65              65                           14.2
adder cells (fa/ha/maj)               24              24                           10.1
multiplexers                          41              41                           15.1
## placed cells by master, fill, tap and decap left out, drive strengths merged, types with 5 or more instances in the layout
master / Yosys / final
o21ai: 15 / 15
nand2: 13 / 13
nand2b: 6 / 6
clkdlybuf4s50: 0 / 27
nor2: 5 / 5
a221oi: 5 / 5
inv: 21 / 22
mux2: 40 / 40
nand3: 9 / 9
xnor2: 7 / 7
a21oi: 12 / 12
clkbuf: 4 / 5
o22ai: 13 / 13
xor2: 6 / 6
nor2b: 5 / 5
a31oi: 6 / 6
dfrtp: 54 / 54
ha: 23 / 23
## flip-flops by register name, summed over array words and instances (netlist names)
name / flops
my_memory: 40
rd_data: 5
rd_ptr_exp: 4
wr_ptr_exp: 4
rd_data_vld: 1
## worst register-to-register path: stages, from the launching register on
cell	delay [ns]
dfrtp_1	0.48
inv_1	0.12
ha_1	0.57
nor2b_1	0.42
a221oi_1	0.14
a221o_1	0.35
a31oi_1	0.18
## metrics by stage
stage	utilization [%]	hold WS, ns
final	59.1	0.501
after global routing	59.1	0.510
after CTS	59.1	0.507
after detailed placement	57.5	0.490
after global placement	57.5	0.481
after floorplan	-	0.438
## final timing paths
path | cells past startpoint | start | end | slack (ns)
worst min register to register | 1 | rd_ptr_exp[3] | rd_ptr_exp[3] | 0.50
worst max register to register | 6 | rd_ptr_exp[0] | rd_data[1] | 2.39
max in group asynchronous | 2 | rstn | rd_ptr_exp[3] | 3.48
worst max-delay path | 10 | wr_ptr_exp[0] | almost_full | 0.64
min in group asynchronous | 2 | rstn | rd_data[4] | 0.73
worst min-delay path | 1 | rd_ptr_exp[3] | rd_ptr_exp[3] | 0.50
## final cells by class
| type | count | area, µm² | share of cell area (%) |
|---|---|---|---|
| clock inverters | 3 | 28.8 | 0.827 |
| inverters | 21 | 78.8 | 2.27 |
| well taps | 75 | 93.8 | 2.70 |
| flip-flops and latches | 54 | 1350 | 38.8 |
| clock buffers | 5 | 68.8 | 1.98 |
| repair buffers | 30 | 290 | 8.34 |
| multi-input cells | 188 | 1570 | 45.1 |
## where the power goes
group / internal (W) / switching [W] / total (W)
clock network: 0.000111 / 0.000167 / 0.000278
logic: 0.000877 / 0.000730 / 0.00161
registers: 0.000698 / 0.000152 / 0.000849
total: 0.00169 / 0.00105 / 0.00273
Power is estimated from default activity; no workload was simulated.
